File: design/flow/config.mk
export PLATFORM = sky130hd
export DESIGN_NAME = grayscale
export DESIGN_NICKNAME = grayscale
export VERILOG_FILES = /design/flow/design.v
export SDC_FILE = /design/flow/constraint.sdc
export NUM_CORES = 4
export LEC_CHECK = 1
export CORE_AREA = 10 10 92 92
export DIE_AREA = 0 0 102 102
File: design/flow/constraint.sdc
current_design grayscale

set clk_period 1.5
set clk_io_pct 0.2

create_clock -name clk0 -period $clk_period [get_ports {clock}]

set non_clock_inputs [all_inputs -no_clocks]
set_input_delay [expr $clk_period * $clk_io_pct] -clock clk0 $non_clock_inputs
set_output_delay [expr $clk_period * $clk_io_pct] -clock clk0 [all_outputs]
File: design/flow/design.v
module grayscale (
    input  logic        clock,
    input  logic        reset,
    output logic        in_rd_en,
    input  logic        in_empty,
    input  logic [23:0] in_dout,
    output logic        out_wr_en,
    input  logic        out_full,
    output logic [7:0]  out_din
);
typedef enum logic [0:0] {s0, s1} state_types;
state_types state, state_c;
logic [7:0] gs, gs_c;
always_ff @(posedge clock or posedge reset) begin
    if (reset == 1'b1) begin
        state <= s0;
        gs <= 8'h0;
    end else begin
        state <= state_c;
        gs <= gs_c;
    end
end
always_comb begin
    in_rd_en  = 1'b0;
    out_wr_en = 1'b0;
    out_din   = 8'b0;
    state_c   = state;
    gs_c = gs;
    case (state)
        s0: begin
            if (in_empty == 1'b0) begin
                gs_c = 8'(($unsigned({2'b0, in_dout[23:16]}) + $unsigned({2'b0, in_dout[15:8]}) + $unsigned({2'b0, in_dout[7:0]})) / $unsigned(10'd3));
                in_rd_en = 1'b1;
                state_c = s1;
            end
        end
        s1: begin
            if (out_full == 1'b0) begin
                out_din = gs;
                out_wr_en = 1'b1;
                state_c = s0;
            end
        end
        default: begin
            in_rd_en  = 1'b0;
            out_wr_en = 1'b0;
            out_din = 8'b0;
            state_c = s0;
            gs_c = 8'hX;
        end
    endcase
end
endmodule
File: design/flow/run.sh
#!/bin/bash
# OpenROAD 26Q1-2900-gdf79404cd8, Yosys 0.63+post, stock flow scripts
make -C /OpenROAD-flow-scripts/flow DESIGN_CONFIG=/design/flow/config.mk WORK_HOME=/design/flow/orfs finish
==> reports/results.ini <==
[setup_path]
timing.rr.end = gs[0]$_DFFE_PP0P_
crit_top_cell = and3_4
criticalPathCategory = input pin to flop
cp_num_buf_inv = 4
path_cells = buf_8 -> inv_8 -> fa_1 -> inv_2 -> ha_4 -> inv_4 -> fa_2 -> nor2b_4 -> o2111a_2 -> nor4_2 -> a211o_1 -> and3_4 -> or3_4 -> or4_4 -> and3_4 -> o211ai_2 -> ha_1 -> or3_1 -> mux2i_1 -> a221oi_2
worstPathArrival_ns = 4.46
cpPeakStageDelay_ns = 0.47
path_max_fanout = 3
cpMaxStageDelayCell = fa_1
startpoint_type = input pin
endpoint_kind = flop
cp_top_family = simple AND/OR/NAND/NOR gates
r2r_slack_ns = -0.11
cp.required_ns = 1.61
reg2regPathDepth = 6
r2r_start = state$_DFF_PP0_

[sta]
period_used_pct = 290
fin_ws_ns = -2.86
hold_viol = 0
skew_ns = 0.00257
maxSlewHeadroom_pct = 50.9
worstMarginPinSlew_ns = 0.731
rsz0062_at_grt = true
holdWs_ns = 0.331
fin_setup_tns_ns = -16.12
max_freq_mhz = 230
fin_crit_ns = 4.36
slew_violations = 0
setup_viol = 11

[yosys]
avgSynthCellArea_um2 = 7.64
synthAoiAreaFrac_pct = 30.2
xor_share_pct = 2.93
synthCells = 235
synthArstFlopShare_pct = 100
ys_types = 61
yosysWarnings = 1
ys_seq_share_pct = 12.5
top_area_cell = dfrtp_1
ys_cells = 235
synthTopCellsByArea = dfrtp_1, fa_1, ha_1
adder_share_pct = 15.6
syn_area_mm2 = 0.00180
ys_sh_simple_pct = 27.2
logic_family = AND-OR/OR-AND gates
ys.flops = 9
ff_type = dfrtp_1
ys_top_cells_by_count = nor2_1, nand2_1, inv_1
top_area_share_pct = 12.5
ys_chip_area_mm2 = 0.00180
edf_count = 0
mux_area_share_pct = 3.97
most_common_cell = nor2_1

[routing]
wl_per_cell_um = 13.3
wl_um = 5910
drc = 0
ant_nets = 0
drt_iter0_drc = 104
dr.pass1.iters = 4
num_vias = 2257
diodes = 0
via_per_inst = 5.06

[finish]
fill_cells = 551
post-route-util_pct = 53.0
fin_cells = 446
syn_to_final_growth_pct = 90.5
drive_gt1_share_pct = 54.7

[placement]
dpl.cell_count = 410
port_buffers = 37
dp_hpwl_um = 4390
gp_congestion = 0.880

[clock_tree]
cts_buffers = 3
cts_tree = yes
cts_sinks = 9
cts_root_buffer = clkbuf_8
worstSkewPairLatency_ns = 0.23
cts_hold_buf = 0
path_clk_slew_ns = 0.05
h-tree-depth = 1
clock_path_buffers = 2

[global_routing]
antenna_found_initial = 0
grt_pass1_wl_um = 9700
grt_max_degree = 14
grt_overflow = 0
grt_pass1_vias = 2164
grt_use_total_pct = 10.9

[worst_hold_path]
hold_path_class = input pin to async pin

[flow_run]
maxCapViolations = 0
log.warning_count = 28

[outcome]
violations = setup timing
status = complete, but fails checks

[floorplanning]
ioPinCount = 38
die_w_um = 102
core-area_mm2 = 0.00646
num_rows = 29
fp_util_pct = 27.8
dieArea_mm2 = 0.0104
die_h_um = 102

[power_and_ir_drop]
power.leakage_nw = 1.56
total_power_mw = 5.09
peakVddDrop_mv = 0.573
power_density_mw_per_mm2 = 1490

cells in the final DEF (no fill, tap or decap), drive strengths merged, types with 7 or more instances in the layout:
| cell | count |
|---|---|
| and2 | 12 |
| ha | 8 |
| dlygate4sd2 | 10 |
| fa | 9 |
| nand2 | 22 |
| dfrtp | 9 |
| a21oi | 12 |
| clkbuf | 7 |
| nor2 | 24 |
| o21ai | 12 |
| buf | 116 |
| inv | 20 |
power breakdown:
group	switching (mW)	internal (mW)	total, mW
combinational	2.01	2.40	4.41
sequential	0.0534	0.349	0.402
clock	0.0942	0.185	0.279
total	2.16	2.93	5.09
state kept, by name, summed over array words and instances (netlist names):
register and flops:
gs 8, state 1
cells by family (layout without fill, tap and decap cells):
kind of cell             Yosys count  after routing
AND-OR/OR-AND                     71             71
XOR/XNOR                           6              6
adder cells (fa/ha/maj)           17             17
buffers and inverters             31            165
flip-flops                         9              9
multiplexers                       7              7
AND/OR/NAND/NOR                   94             94
how the worst max path moves through the flow:
stage | startpoint | depth (start not counted) | endpoint | slack [ns]
4_1_cts | in_dout[1] | 20 | gs[0]$_DFFE_PP0P_ | -2.81
5_1_grt | in_dout[1] | 21 | gs[0]$_DFFE_PP0P_ | -2.98
6_report | in_dout[1] | 20 | gs[0]$_DFFE_PP0P_ | -2.86
routing by layer:
| metal | GRT usage [%] | part of all wire [%] |
|---|---|---|
| met1 | 14.6 | 46 |
| met2 | 18.9 | 49 |
| met3 | 1.43 | 3.5 |
| met4 | 1.41 | 0.96 |
| met5 | 0 | 0 |
what timing repair did:
| action | 4_1_cts | 5_1_grt |
|---|---|---|
| setup endpoints to repair | 18 | 17 |
| gates resized | 129 | 56 |
| buffers inserted | 26 | 17 |
| pin swaps | 50 | 41 |
| gates cloned | 1 | 0 |
area by class of cell:
| cell class | count | area [µm²] | area share, % |
|---|---|---|---|
| repair buffers | 139 | 1170 | 34.1 |
| multi-input cells | 195 | 1790 | 52.2 |
| clock buffers | 4 | 45.0 | 1.32 |
| inverters | 22 | 103 | 3.00 |
| well taps | 77 | 96.3 | 2.82 |
| flip-flops and latches | 9 | 225 | 6.58 |
metrics by stage:
| step | setup slack, ns | instance area [µm²] |
|---|---|---|
| after floorplan | -2.93 | 1860 |
| after global placement | -3.60 | 2790 |
| after detailed placement | -3.64 | 2790 |
| after CTS | -2.81 | 3190 |
| after global routing | -2.98 | 3420 |
| final | -2.86 | 3420 |
Power figures rest on the tool's default switching activity, not on a simulated workload.
